[flow/config.mk]
export PLATFORM = sky130hd
export DESIGN_NAME = packet_gen
export DESIGN_NICKNAME = packet_gen
export VERILOG_FILES = /design/flow/design.v
export SDC_FILE = /design/flow/constraint.sdc
export NUM_CORES = 4
export LEC_CHECK = 1
export CORE_AREA = 10 10 70 70
export DIE_AREA = 0 0 80 80
[flow/constraint.sdc]
current_design packet_gen

set clk_period 1.0
set clk_io_pct 0.2

create_clock -name clk0 -period $clk_period [get_ports {clk}]

set non_clock_inputs [all_inputs -no_clocks]
set_input_delay [expr $clk_period * $clk_io_pct] -clock clk0 $non_clock_inputs
set_output_delay [expr $clk_period * $clk_io_pct] -clock clk0 [all_outputs]
[flow/design.v]
module packet_gen ( clk,rst,packet,ready,valid,dest_addr,pack_type,paylod); 
input logic clk,rst;
input logic [1:0] dest_addr,pack_type;
input logic [7:0] paylod;
input logic ready;
output logic [12:0] packet;
output logic valid;
logic [1:0] dest_addr_reg,pack_type_reg;
logic [7:0] paylod_reg;
logic EOP;
always_ff @( posedge clk or negedge rst ) 
begin 
    if (~rst)
    begin
        dest_addr_reg <= 0;
        pack_type_reg <= 0;
        paylod_reg    <= 0;
        valid         <= 0; 
        EOP           <= 0;   
    end
    else 
    begin
        if (ready)
        begin
            dest_addr_reg <= dest_addr;
            pack_type_reg <= pack_type;
            paylod_reg    <= paylod;
            valid         <= 1; 
            EOP           <= 1;
        end
        else 
        begin
            dest_addr_reg <= dest_addr_reg;
            pack_type_reg <= pack_type;
            paylod_reg    <= paylod_reg;
            valid         <= 0; 
            EOP           <= 1;
        end
    end
end
assign packet = {EOP,paylod_reg,pack_type_reg,dest_addr_reg};
endmodule
[flow/run.sh]
#!/bin/bash
# OpenROAD 26Q1-2900-gdf79404cd8, Yosys 0.63+post, stock flow scripts
make -C /OpenROAD-flow-scripts/flow DESIGN_CONFIG=/design/flow/config.mk WORK_HOME=/design/flow/orfs finish
==> job_summary.md <==
### Metrics collected by this job

| Metric | Value |
|---|---|
| Status | finished clean |
| Drt via density | 3.09 |
| Final worst path period need | ~0.98 ns |
| Initial antenna violation count | 0 |
| CP arrival | ~1.1 ns |
| Worst Skew | 0 ns |
| Post-synthesis cell count | 27 |
| Row count | 21 |
| Max reg flops | 8 |
| DRT antenna net count | 0 |
| Max-cap violations | 0 |
| WP data required | about 1.2 ns |
| Maximum fanout along the worst path | 2 |
| Clock Power Share | 0.302 |
| Root buffer cell | clkbuf_4 |
| Routed wire per std cell | approximately 11 microns |
| Critical path class | register to register |
| GRT Total Usage | 0.0392 |
| Unique cell types | 5 |
| IO buf count | 28 |
| CP startpoint kind | register |
| P per Cell Area | approximately 1400 nW/um^2 |
| Final hold violations | 0 |
| Post-route DRC | 0 |
| CTS Sinks | 14 |
| Via count | ~360 |
| Area growth, synth to finish | 76.3% |
| Overall routed net length | 1270 microns |
| Antenna diode count | 0 |
| Yosys chip area | 523 sq um |
| Pre-CTS setup slack | -0.316 ns |
| Pleak | roughly 0.45 nW |
| Post-synth top area share | 0.670 |
| HPWL Detailed | about 1000 microns |
| Die H | 80 microns |
| CTS tree | yes |
| GRT Residual Overflow | 0 |
| First-pass GRT wire length | 1940 microns |
| Die width | 80 microns |
| Post-Syn Area | 523 sq um |
| IO Pins | 29 |
| P_sw | approximately 250 uW |
| Mean post-synth cell area | between 15 and 20 sq um |
| Gpl congestion | between 0.7 and 0.8 |
| DP Area | a little over 900 sq um |
| Final setup fails | 0 |
| Share of cells above drive strength 1 | 0.580 |
| Reg power frac | 0.496 |
| Hold WC Path Type | input pin to async pin |
| Peak supply drop | approximately 0.65 mV |
| Design area | 922 sq um |
| Combinational Power Share | 0.202 |
| Drt pass-1 iters | 2 |
| Core ar. | around 3400 sq um |
| # Cells Yosys | 27 |
| Synth area leader | dfrtp_1 |
| Tool Warnings | 26 |
| Max-slew violations | 0 |
| Cts hold-fix bufs | 0 |
| RSZ-0062 raised after global routing | yes |
| Achievable Freq | between 1000 and 1500 MHz |
| Insertion Delay late pin | approximately 0.27 ns |
| Placed cells | 107 |
| Setup WS post-layout | between 0.02 and 0.025 ns |
| Flops & latches, synth | 14 |
| Ys Warns | 1 |
| Clock buffer depth | 2 |
| Vias in the first global route | 409 |
| Internal Power | ~1.0 mW |
| Seq share, synth | 0.670 |
| Period utilization | 0.979 |
| Post-Layout Cell Count | between 100 and 150 |
| CTS H-tree depth | 1 |
| FP Util | 0.153 |
| Initial detailed-routing violation count | 5 |
| Critical Path Sink Type | register |
| CTS Buf Count | 3 |
| DIE AREA | roughly 6400 sq um |
| Cell area leaders | dfrtp_1 (67%), mux2_4 (29%), buf_6 (2.2%) |
| Largest net degree at the start of global routing | 15 |
| CTS clk-pin slew, worst paths | roughly 0.08 ns |
| Switching Fraction | 0.194 |
[power by group through the flow]
stage	registers (mW)	clock network (mW)	logic (mW)
6_report	0.634	0.386	0.259
4_1_cts	0.635	0.409	0.268
5_1_grt	0.641	0.431	0.282
[cells in the final DEF, fill, tap and decap left out]
| cell | instances |
|---|---|
| buf_2 | 14 |
| dfrtp_1 | 14 |
| mux2_4 | 10 |
| buf_12 | 2 |
| buf_4 | 10 |
| clkbuf_4 | 3 |
| clkbuf_8 | 1 |
| conb_1 | 1 |
| dlygate4sd2_1 | 1 |
| clkdlybuf4s50_1 | 13 |
[repair_timing]
action | in CTS | in global routing
endpoints found under the setup margin | 22 | 8
resized | 43 | 0
buffers inserted | 4 | 1
[critical path: stages, from the launching register on]
cell and delay (ns):
dfrtp_1 0.37, buf_4 0.13, buf_4 0.12, mux2_4 0.25
[synth_stat cells]
library cell  count
buf_4             1
buf_6             1
conb_1            1
dfrtp_1          14
mux2_4           10
[worst paths after layout]
kind | slack (ns) | endpoint | cells past startpoint | startpoint
min reg2reg | 0.51 | paylod_reg[3] | 1 | paylod_reg[3]
max reg2reg | 0.02 | paylod_reg[0] | 3 | paylod_reg[0]
min in group clk0 | 0.36 | pack_type_reg[1] | 1 | pack_type[1]
max | 0.02 | paylod_reg[0] | 3 | paylod_reg[0]
max in group asynchronous | 0.63 | paylod_reg[0] | 2 | rst
min | 0.26 | valid | 2 | rst
[through the flow]
| stage | hold WS [ns] | utilization | total power, mW | TNS, ns |
|---|---|---|---|---|
| 3_5_place_dp | 0.500 | 0.271 | 0.939 | -3.14 |
| 3_3_place_gp | 0.500 | 0.271 | 0.936 | -3.01 |
| 2_1_floorplan | -0.0956 | - | 0.714 | 0 |
| 6_report | 0.260 | 0.270 | 1.28 | 0 |
| 5_1_grt | 0.269 | 0.270 | 1.35 | -0.114 |
| 4_1_cts | 0.251 | 0.270 | 1.31 | 0 |
[metal layers]
metal  routed length [microns]  GRT usage  part of all wire
met3                       124     0.0250             0.098
met5                         0          0                 0
met2                       505     0.0538              0.40
met1                       639     0.0540              0.50
met4                         0          0                 0
[final cells by class]
class | count | area (sq um)
Clock buffer | 4 | 36.3
Fill cell | 371 | 2490
Multi-Input combinational cell | 11 | 154
Sequential cell | 14 | 350
Tap cell | 46 | 57.6
Timing Repair Buffer | 40 | 324
[cell families (layout without fill, tap and decap cells)]
| family | after synthesis | after routing | share of synthesized area |
|---|---|---|---|
| buffers and inverters | 2 | 44 | 0.0359 |
| flip-flops | 14 | 14 | 0.670 |
| other | 1 | 1 | 0.00717 |
| multiplexers | 10 | 10 | 0.287 |
No activity file was given, so power comes from the tool's default toggle rates.
